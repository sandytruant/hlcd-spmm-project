$ cat design/flow/design.v
typedef struct packed { logic [8-1:0] data; } data_t;
module add_(
    input   logic   clock,
    input   data_t  a,
    input   data_t  b,
    output  data_t  out
);
    always_ff @(posedge clock) begin
        out.data <= a.data + b.data;
    end
endmodule
module mul_(
    input   logic   clock,
    input   data_t  a,
    input   data_t  b,
    output  data_t out
);
    always_ff @(posedge clock) begin
        out.data <= a.data * b.data;
    end
endmodule
module n_to_2_mux #(
    parameter n = 16, 
    parameter logn = ($clog2(n))
) (
    input data_t l_in[n-1:0],
    input data_t r_in[n-1:0],
    input logic [logn-1:0] l_sel,
    input logic [logn-1:0] r_sel,
    output data_t l_out,
    output data_t r_out
);
    always_comb begin : sel_mux
        l_out = l_in[l_sel];
        r_out = r_in[r_sel];
    end
endmodule
module adder_switch (
    input logic clock,
    input data_t in[1:0],
    input logic add_en,
    output data_t out[1:0]
);
    always_ff @( posedge clock ) begin : adder
        if (add_en) begin
            out[0].data <= in[0].data + in[1].data;
        end
        else begin
            out[0].data <= in[0].data;
            out[1].data <= in[1].data;
        end
    end
endmodule
module RedUnit(
    input   logic               clock,
                                reset,
    input   data_t              data[16-1:0],
    input   logic               split[16-1:0],
    input   logic [($clog2(16))-1:0]    out_idx[16-1:0],
    output  data_t              out_data[16-1:0],
    output  int                 delay,
    output  int                 num_el
);
    assign num_el = 16;
    assign delay = 0;
    parameter int n_adder = 16 - 1;
    parameter int n_mux = 16 / 4 - 1;
    data_t adder_in[n_adder - 1:0][1:0];
    logic add_en[n_adder - 1:0];
    data_t adder_out[n_adder - 1:0][1:0];
    function static int calc_level(int i);
        int level = 0;
        for (int j = i + 1; j % 2 == 0; j /= 2) begin
            level++;
        end
        return level;
    endfunction
    generate
        for (genvar i = 0; i < n_mux; i++) begin
            localparam int n = calc_level(i) + 2;
            localparam int logn = $clog2(n);
            data_t l_in[n-1:0];
            data_t r_in[n-1:0];
            data_t l_out;
            data_t r_out;
            logic [logn-1:0] l_sel;
            logic [logn-1:0] r_sel;
            n_to_2_mux #(
                .n(n),
                .logn(logn)
            ) mux (
                .l_in(l_in),
                .r_in(r_in),
                .l_sel(l_sel),
                .r_sel(r_sel),
                .l_out(l_out),
                .r_out(r_out)
            );
        end
    endgenerate
    generate
        for (genvar i = 0; i < n_adder; i++) begin
            adder_switch adder (
                .clock(clock),
                .in(adder_in[i]),
                .add_en(add_en[i]),
                .out(adder_out[i])
            );
        end
    endgenerate
    generate
        for (genvar i = 0; i < n_adder; i++) begin
        end
    endgenerate
endmodule
module PE(
    input   logic               clock,
                                reset,
    input   logic               lhs_start,
    input   logic [(2*$clog2(16))-1:0]  lhs_ptr [16-1:0],
    input   logic [($clog2(16))-1:0]    lhs_col [16-1:0],
    input   data_t              lhs_data[16-1:0],
    input   data_t              rhs[16-1:0],
    output  data_t              out[16-1:0],
    output  int                 delay,
    output  int                 num_el
);
    assign num_el = 16;
    assign delay = 0;
    generate
        for(genvar i = 0; i < 16; i++) begin
            assign out[i] = 0;
        end
    endgenerate
endmodule
module SpMM(
    input   logic               clock,
                                reset,
    output  logic               lhs_ready_ns,
                                lhs_ready_ws,
                                lhs_ready_os,
                                lhs_ready_wos,
    input   logic               lhs_start,
                                lhs_ws,
                                lhs_os,
    input   logic [(2*$clog2(16))-1:0]  lhs_ptr [16-1:0],
    input   logic [($clog2(16))-1:0]    lhs_col [16-1:0],
    input   data_t              lhs_data[16-1:0],
    output  logic               rhs_ready,
    input   logic               rhs_start,
    input   data_t              rhs_data [3:0][16-1:0],
    output  logic               out_ready,
    input   logic               out_start,
    output  data_t              out_data [3:0][16-1:0],
    output  int                 num_el
);
    assign num_el = 16;
    assign lhs_ready_ns = 0;
    assign lhs_ready_ws = 0;
    assign lhs_ready_os = 0;
    assign lhs_ready_wos = 0;
    assign rhs_ready = 0;
    assign out_ready = 0;
endmodule
$ cat design/flow/run.sh
#!/bin/bash
# OpenROAD 26Q1-2900-gdf79404cd8, Yosys 0.63+post, stock flow scripts
make -C /OpenROAD-flow-scripts/flow DESIGN_CONFIG=/design/flow/config.mk WORK_HOME=/design/flow/orfs finish
$ cat design/flow/config.mk
export PLATFORM = sky130hd
export DESIGN_NAME = add_
export DESIGN_NICKNAME = add_
export VERILOG_FILES = /design/flow/design.v
export SDC_FILE = /design/flow/constraint.sdc
export NUM_CORES = 4
export LEC_CHECK = 1
export CORE_AREA = 10 10 70 70
export DIE_AREA = 0 0 80 80
export SYNTH_HDL_FRONTEND = slang
$ cat design/flow/constraint.sdc
current_design add_

set clk_period 3.7
set clk_io_pct 0.2

create_clock -name clk0 -period $clk_period [get_ports {clock}]

set non_clock_inputs [all_inputs -no_clocks]
set_input_delay [expr $clk_period * $clk_io_pct] -clock clk0 $non_clock_inputs
set_output_delay [expr $clk_period * $clk_io_pct] -clock clk0 [all_outputs]
==> impl_metrics.csv <==
group,metric,value,unit
outcome,status,"complete, no violations",
final_timing,fin_hold_ws,1.11,ns
critical_path,slowest_stage,"clkdlybuf4s50_1",
synth,postSynthCellCount,50,
clocking,cts-buffers-inserted,3,
critical_path,cp_max_fo,3,
floorplanning,initial_core_util,14.4,%
job,maxCapViolations,0,
power_and_ir_drop,peakVddDrop,0.0609,mV
synth,ys_types,24,
floorplanning,die_height,80,um
critical_path,worstPathRequired,3.80,ns
synth,syn_avg_cell_area,9.83,um^2
layout,drive_above_1_share,5.19,%
route,drc,0,
final_timing,worstMarginPinSlew,0.414,ns
global_routing,grt_max_degree,7,
placed_design,gp_congestion,0.737,
floorplanning,core.rowCount,21,
final_timing,setup_tns,0,ns
critical_path,crit_arrival,2.29,ns
clocking,post_cts_resized,0,
synth,ys_cells,50,
placed_design,dp_hpwl,1080,um
floorplanning,die-area,6400,um^2
placed_design,placedCellCount,120,
final_timing,period_used_share,59.2,%
final_timing,rsz0062_at_grt,"no",
final_timing,setup_violations,0,
clocking,cts_max_path_buffers,2,
final_timing,finalHoldViolCount,0,
synth,synth-seq-cells,8,
clocking,cts_hold_buf,0,
layout,regMostFlops,"out",
synth,syn-cell-area,492,um^2
power_and_ir_drop,powerDensity,320,nW/um^2
critical_path,endpoint_kind,"register",
floorplanning,num_io_pins,25,
power_and_ir_drop,leakagePower,0.323,nW
route,post_drt_wl_per_cell,9.45,um
clocking,post-cts-setup-buffer-count,0,
route,vias,436,
final_timing,maxSlewViolCount,0,
clocking,clkTransAtPathRegs,0.05,ns
floorplanning,die_x,80,um
clocking,cts_root_buffer,"clkbuf_4",
synth,ys_seq_share,32.6,%
route,vias_per_cell,3.54,
critical_path,cpPeakStageDelay,0.47,ns
job,warning_count,25,
layout,largest_reg_flops,8,
floorplanning,core,3420,um^2
global_routing,grt_use_total,3.42,%
route,ant_nets,0,
final_timing,setup_ws,1.51,ns
final_timing,maxSlewHeadroom,72.2,%
route,wl,1160,um
critical_path,path_cells,"clkdlybuf4s50_1, ha_1, inv_1, fa_1, nor2b_4, o31a_1, o311ai_1",
clocking,htreeDepth,1,
clocking,tritoncts,"done",
route,diodes,0,
global_routing,grt_pass1_wl,1810,um
critical_path,worstSetupPathType,"input port to register",
critical_path,crit_path_start_kind,"input port",
min_path,hp-class,"input port to register",
global_routing,overflow,0,
route,drt_iter0_markers,9,
route,drt_first_pass_iters,2,
placed_design,pre_cts_ws,1.27,ns
layout,reg.largest.list,"out: 8 flops",
final_timing,period_needed,2.19,ns
clocking,clock_sinks,8,
global_routing,grt_pass1_vias,438,
global_routing,antenna_found_initial,0,
layout,syn_to_final_growth,65.1,%
synth,yosys-stat-area,492,um^2
synth,yosysWarnings,0,
final_timing,max_freq,456,MHz
power_and_ir_drop,finalPower,0.260,mW
placed_design,portBuffers,24,
layout,fin_cells,123,
-- final cells by class --
type,instances,area [um^2]
Timing Repair Buffer,24,240
Fill cell,367,2600
Clock buffer,3,22.5
Inverter,5,18.8
Tap cell,46,57.6
Multi-Input combinational cell,37,313
Sequential cell,8,160
-- logic make-up after synthesis --
logic type / after synthesis / synth area share, %
fa+ha+maj: 8 / 21.9
buf+inv: 5 / 3.82
flops: 8 / 32.6
simple gates: 7 / 9.41
xor+xnor: 4 / 7.13
compound gates: 18 / 25.2
-- critical path, delay by kind of cell --
kind	cells	cell delay, ns
AOI/OAI and AO/OA	2	0.24
adders and majority gates	2	0.63
buffers and inverters	2	0.54
and+or+nand+nor	1	0.14
-- cell usage in the layout, fill, tap and decap left out, drive strengths merged, types with 2 or more instances in the layout --
| cell | count |
|---|---|
| clkdlybuf4s50 | 24 |
| dfxtp | 8 |
| ha | 7 |
| inv | 5 |
| a21oi | 5 |
| o211ai | 3 |
| clkbuf | 3 |
| xor2 | 2 |
| o21ai | 2 |
| xnor2 | 2 |
| nor2b | 2 |
| o311ai | 2 |
-- per-layer routing --
metal / GRT usage (%) / wire length, um / part of all wire, %
met5: 0 / 0 / 0
met4: 0.704 / 0 / 0
met3: 2.16 / 189 / 16
met2: 5.38 / 511 / 44
met1: 3.85 / 460 / 40
-- metrics by stage --
step | cell area (um^2) | util, %
3_5_place_dp | 790 | 23.1
6_report | 812 | 23.8
4_1_cts | 812 | 23.8
3_3_place_gp | 790 | 23.1
5_1_grt | 812 | 23.8
2_1_floorplan | 492 | -
-- worst paths after layout --
| kind | startpoint | cells after the start | end | slack (ns) |
|---|---|---|---|---|
| worst max-delay path | b[0] | 7 | out[6] | 1.51 |
| worst min-delay path | a[0] | 2 | out[0] | 1.11 |
-- power breakdown --
part           switching (mW)  internal, mW  total [mW]
Clock                  0.0232        0.0367      0.0599
Sequential            0.00334         0.102       0.106
Combinational          0.0318        0.0629      0.0947
Total                  0.0584         0.202       0.260
-- synth_stat cells (all sizes together) --
| cell | number | area share (%) |
|---|---|---|
| dfxtp | 8 | 33 |
| ha | 7 | 18 |
| a21oi | 5 | 5.1 |
| inv | 5 | 3.8 |
| o211ai | 3 | 4.6 |
| nor2b | 2 | 4.1 |
| o21ai | 2 | 2.0 |
| o311ai | 2 | 3.6 |
| xnor2 | 2 | 3.6 |
| xor2 | 2 | 3.6 |
| a211oi | 1 | 1.5 |
| a21o | 1 | 1.5 |
| a221oi | 1 | 1.8 |
| fa | 1 | 4.1 |
| nand2 | 1 | 0.76 |
| nand2b | 1 | 1.3 |
| nor2 | 1 | 0.76 |
| nor3 | 1 | 1.0 |
| nor3b | 1 | 1.5 |
| o21a | 1 | 1.5 |
| o2bb2ai | 1 | 1.8 |
| o31a | 1 | 1.8 |
No activity file was given, so power comes from the tool's default toggle rates.
